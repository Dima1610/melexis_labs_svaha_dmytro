==> flow/design.v <==
`timescale 1ns / 1ps
module bit1_nor(
i_a,
i_b,
o_data
);
input i_a, i_b;
output o_data;
nor(o_data, i_a, i_b);
endmodule
`timescale 1ns / 1ps
module bit4_nor(
i_a,
i_b,
i_a_g,
i_b_g,
o_data,
o_data_g
);
parameter WIDTH = 4;
input [WIDTH-1:0] i_a, i_b, i_a_g, i_b_g;
output [WIDTH-1:0] o_data, o_data_g;
bit1_nor br0(
.i_a(i_a[0]),
.i_b(i_b[0]),
.o_data(o_data[0])
);
bit1_nor br1(
.i_a(i_a[1]),
.i_b(i_b[1]),
.o_data(o_data[1])
);
bit1_nor br2(
.i_a(i_a[2]),
.i_b(i_b[2]),
.o_data(o_data[2])
);
bit1_nor br3(
.i_a(i_a[3]),
.i_b(i_b[3]),
.o_data(o_data[3])
);
assign o_data_g = ~(i_a | i_b);
endmodule
`timescale 1ns / 1ps
module ALU(
i_a,
i_b,
i_sel,
o_data
);
parameter WIDTH = 4;
input [WIDTH-1:0] i_a, i_b;
input [WIDTH-2:0] i_sel;
output [2*WIDTH-1:0] o_data;
wire [2*WIDTH-1:0] o_data_mult;
wire [WIDTH-1:0] o_data_sub_0;
wire [WIDTH-1:0] o_data_add_0;
wire [WIDTH-1:0] o_data_nand_0;
wire [WIDTH-1:0] o_data_nor_0;
wire [WIDTH-1:0] o_data_sub_1;
wire [WIDTH-1:0] o_data_add_1;
wire [WIDTH-1:0] o_data_nand_1;
wire [WIDTH-1:0] o_data_nor_1;
wire [WIDTH-1:0] i_a_mult;
wire [WIDTH-1:0] i_a_sub;
wire [WIDTH-1:0] i_a_add;
wire [WIDTH-1:0] i_a_nand;
wire [WIDTH-1:0] i_a_nor;
wire [WIDTH-1:0] i_b_mult;
wire [WIDTH-1:0] i_b_sub;
wire [WIDTH-1:0] i_b_add;
wire [WIDTH-1:0] i_b_nand;
wire [WIDTH-1:0] i_b_nor;
wire i_c = 1'b0;
wire i_bor = 1'b0;
assign i_a_mult = i_a;
assign i_a_sub = i_a;
assign i_a_add = i_a;
assign i_a_nand = i_a;
assign i_a_nor = i_a;
assign i_b_mult = i_b;
assign i_b_sub = i_b;
assign i_b_add = i_b;
assign i_b_nand = i_b;
assign i_b_nor = i_b;
full_adder_4bit fa(
.i_a(i_a_add),
.i_b(i_b_add),
.i_c(i_c),
.o_s(o_data_add_0)
);
bit4_sub fs(
.i_a(i_a_sub),
.i_b(i_b_sub),
.i_bor(i_bor),
.o_sub(o_data_sub_0)
);
multiplier mp(
.i_a(i_a_mult),
.i_b(i_b_mult),
.o_mult(o_data_mult)
);
bit4_nand bn(
.i_a(i_a_nand),
.i_b(i_b_nand),
.o_data(o_data_nand_0)
);
bit4_nor br(
.i_a(i_a_nor), 
.i_b(i_b_nor),
.o_data(o_data_nor_0)
);
bit4_mux bm0(
.i_data0(o_data_add_0),
.i_data1(o_data_sub_0),
.i_data2(o_data_mult[3:0]),
.i_data3(o_data_nand_0),
.i_data4(o_data_nor_0),
.i_ctrl(i_sel),
.o_data(o_data[3:0])
);
bit4_mux bm1(
.i_data0(o_data_add_1),
.i_data1(o_data_sub_1),
.i_data2(o_data_mult[7:4]),
.i_data3(o_data_nand_1),
.i_data4(o_data_nor_1),
.i_ctrl(i_sel),
.o_data(o_data[7:4])
);
assign o_data_add_1 = 4'b0000;
assign o_data_sub_1 = 4'b0000;
assign o_data_nand_1 = 4'b0000;
assign o_data_nor_1 = 4'b0000;
endmodule
`timescale 1ns / 1ps
module full_adder_4bit(
i_a,
i_b,
i_c,
o_pi,
o_s
);
parameter WIDTH = 4;
input [WIDTH-1:0] i_a, i_b;
input i_c;
output o_pi;
output [WIDTH-1:0] o_s;
wire fa0_ci;
wire fa1_ci;
wire fa2_ci;
wire fa3_ci;
full_adder fa0(
.i_a(i_a[0]),
.i_b(i_b[0]),
.i_c(i_c),
.o_si(o_s[0]),
.o_pi(fa0_ci)
);
full_adder fa1(
.i_a(i_a[1]),
.i_b(i_b[1]),
.i_c(fa0_ci),
.o_si(o_s[1]),
.o_pi(fa1_ci)
);
full_adder fa2(
.i_a(i_a[2]),
.i_b(i_b[2]),
.i_c(fa1_ci),
.o_si(o_s[2]),
.o_pi(fa2_ci)
);
full_adder fa3(
.i_a(i_a[3]),
.i_b(i_b[3]),
.i_c(fa2_ci),
.o_si(o_s[3]),
.o_pi(o_pi)
);
endmodule
`timescale 1ns / 1ps
module full_adder(
i_a,
i_b,
i_c,
o_si,
o_pi
);
input i_a, i_b, i_c;
output o_si, o_pi;
wire ha1_sum;
wire ha2_sum;
wire ha1_carry;
wire ha2_carry;
half_adder ha1(
.i_a(i_a),
.i_b(i_b),
.o_si(ha1_sum),
.o_pi(ha1_carry)
);
half_adder ha2(
.i_a(ha1_sum),
.i_b(i_c),
.o_si(ha2_sum),
.o_pi(ha2_carry)
);
assign o_si = ha2_sum;
assign o_pi = ha1_carry | ha2_carry;
endmodule
`timescale 1ns / 1ps
module half_adder(
i_a, 
i_b, 
o_si, 
o_pi
);
input i_a, i_b;
output o_si, o_pi;
assign o_si = i_a ^ i_b;
assign o_pi = i_a & i_b;
endmodule
`timescale 1ns / 1ps
module bit4_sub(
i_a,
i_b,
i_a_g,
i_b_g,
i_bor,
o_sub,
o_sub_g,
o_b
);
parameter WIDTH = 4;
input[WIDTH-1:0] i_a, i_b, i_a_g, i_b_g;
input i_bor;
output[WIDTH-1:0] o_sub;
output signed [WIDTH:0] o_sub_g;
output o_b;
wire fs0_bor;
wire fs1_bor;
wire fs2_bor;
wire fs3_bor;
assign o_sub_g = i_a_g - i_b_g;
f_sub fs0(
.i_a(i_a[0]),
.i_b(i_b[0]),
.i_bor(i_bor),
.o_sub(o_sub[0]),
.o_b(fs0_bor)
);
f_sub fs1(
.i_a(i_a[1]),
.i_b(i_b[1]),
.i_bor(fs0_bor),
.o_sub(o_sub[1]),
.o_b(fs1_bor)
);
f_sub fs2(
.i_a(i_a[2]),
.i_b(i_b[2]),
.i_bor(fs1_bor),
.o_sub(o_sub[2]),
.o_b(fs2_bor)
);
f_sub fs3(
.i_a(i_a[3]),
.i_b(i_b[3]),
.i_bor(fs2_bor),
.o_sub(o_sub[3]),
.o_b(fs3_bor)
);
assign o_b = fs3_bor;
endmodule
`timescale 1ns / 1ps
module f_sub(
i_a,
i_b,
i_bor,
o_sub,
o_b
);
input i_a, i_b, i_bor;
output o_sub, o_b;
wire hs0_sub;
wire hs1_sub;
wire hs0_b;
wire hs1_b;
h_sub hs0(
.i_a(i_a),
.i_b(i_b),
.o_sub(hs0_sub),
.o_b(hs0_b)
);
h_sub hs1(
.i_a(hs0_sub),
.i_b(i_bor),
.o_sub(o_sub),
.o_b(hs1_b)
);
assign o_b = hs1_b | hs0_b;
endmodule
`timescale 1ns / 1ps
module h_sub(
i_a,
i_b,
o_sub,
o_b
);
input i_a, i_b;
output o_sub, o_b;
assign o_sub = i_a ^ i_b;
assign o_b = !i_a & i_b;
endmodule
`timescale 1ns / 1ps
module multiplier(
i_a,
i_b,
i_a_g,
i_b_g,
o_mult,
o_mult_g
);
parameter WIDTH = 4;
input [WIDTH-1:0] i_a, i_b, i_a_g, i_b_g;
output [2*WIDTH-1:0] o_mult, o_mult_g;
wire ha0_carry;
wire ha1_carry;
wire ha2_carry;
wire ha3_carry;
wire fa0_carry;
wire fa1_carry;
wire fa2_carry;
wire fa3_carry;
wire fa4_carry;
wire fa5_carry;
wire fa6_carry;
wire fa7_carry;
wire ha0_sum;
wire ha1_sum;
wire ha2_sum;
wire ha3_sum;
wire fa0_sum;
wire fa1_sum;
wire fa2_sum;
wire fa3_sum;
wire fa4_sum;
wire fa5_sum;
wire fa6_sum;
wire fa7_sum;
wire a1b0;
wire a0b1;
wire a2b0;
wire a1b1;
wire a0b2;
wire a3b0;
wire a2b1;
wire a1b2;
wire a0b3;
wire a3b1;
wire a2b2;
wire a1b3;
wire a3b2;
wire a2b3;
wire a3b3;
assign a1b0 = i_a[1] & i_b[0];
assign a0b1 = i_a[0] & i_b[1];
assign a2b0 = i_a[2] & i_b[0];
assign a1b1 = i_a[1] & i_b[1];
assign a0b2 = i_a[0] & i_b[2];
assign a3b0 = i_a[3] & i_b[0];
assign a2b1 = i_a[2] & i_b[1];
assign a1b2 = i_a[1] & i_b[2];
assign a0b3 = i_a[0] & i_b[3];
assign a3b1 = i_a[3] & i_b[1];
assign a2b2 = i_a[2] & i_b[2];
assign a1b3 = i_a[1] & i_b[3];
assign a3b2 = i_a[3] & i_b[2];
assign a2b3 = i_a[2] & i_b[3];
assign a3b3 = i_a[3] & i_b[3];
assign o_mult[0] = i_a[0] & i_b[0];
assign o_mult[1] = ha0_sum;
assign o_mult[2] = ha1_sum;
assign o_mult[3] = ha2_sum;
assign o_mult[4] = fa4_sum;
assign o_mult[5] = fa6_sum;
assign o_mult[6] = fa7_sum;
assign o_mult[7] = fa7_carry;
half_adder ha0(
.i_a(a1b0),
.i_b(a0b1),
.o_si(ha0_sum),
.o_pi(ha0_carry)
);
full_adder fa0(
.i_a(a2b0),
.i_b(a1b1),
.i_c(ha0_carry),
.o_si(fa0_sum),
.o_pi(fa0_carry)
);
half_adder ha1(
.i_a(fa0_sum),
.i_b(a0b2),
.o_si(ha1_sum),
.o_pi(ha1_carry)
);
full_adder fa1(
.i_a(a3b0),
.i_b(a2b1),
.i_c(fa0_carry),
.o_si(fa1_sum),
.o_pi(fa1_carry)
);
full_adder fa2(
.i_a(fa1_sum),
.i_b(a1b2),
.i_c(ha1_carry),
.o_si(fa2_sum),
.o_pi(fa2_carry)
);
half_adder ha2(
.i_a(fa2_sum),
.i_b(a0b3),
.o_si(ha2_sum),
.o_pi(ha2_carry)
);
half_adder ha3(
.i_a(a3b1),
.i_b(fa1_carry),
.o_si(ha3_sum),
.o_pi(ha3_carry)
);
full_adder fa3(
.i_a(ha3_sum),
.i_b(a2b2),
.i_c(fa2_carry),
.o_si(fa3_sum),
.o_pi(fa3_carry)
);
full_adder fa4(
.i_a(fa3_sum),
.i_b(a1b3),
.i_c(ha2_carry),
.o_si(fa4_sum),
.o_pi(fa4_carry)
);
full_adder fa5(
.i_a(ha3_carry),
.i_b(a3b2),
.i_c(fa3_carry),
.o_si(fa5_sum),
.o_pi(fa5_carry)
);
full_adder fa6(
.i_a(fa5_sum),
.i_b(a2b3),
.i_c(fa4_carry),
.o_si(fa6_sum),
.o_pi(fa6_carry)
);
full_adder fa7(
.i_a(fa5_carry),
.i_b(a3b3),
.i_c(fa6_carry),
.o_si(fa7_sum),
.o_pi(fa7_carry)
);
assign o_mult_g = i_a_g * i_b_g;
endmodule
`timescale 1ns / 1ps
module bit1_mux(
i_ctrl,
i_data0,
i_data1,
i_data2,
i_data3,
i_data4,
o_data
);
input [2:0] i_ctrl;
input i_data0, i_data1, i_data2, i_data3, i_data4;
output o_data;
wire o_data0;
wire o_data1;
wire o_data2;
wire o_data3;
wire o_data4;
wire inv_i_ctrl0;
wire inv_i_ctrl1;
wire inv_i_ctrl2;
wire i_ctrl0;
wire i_ctrl1;
wire i_ctrl2;
assign i_ctrl0 =  i_ctrl[0];
assign i_ctrl1 =  i_ctrl[1];
assign i_ctrl2 =  i_ctrl[2];
assign inv_i_ctrl0 = ~i_ctrl[0];
assign inv_i_ctrl1 = ~i_ctrl[1];
assign inv_i_ctrl2 = ~i_ctrl[2]; 
assign o_data0 = inv_i_ctrl0 & inv_i_ctrl1 & inv_i_ctrl2 & i_data0;
assign o_data1 =     i_ctrl0 & inv_i_ctrl1 & inv_i_ctrl2 & i_data1;
assign o_data2 = inv_i_ctrl0 &     i_ctrl1 & inv_i_ctrl2 & i_data2;
assign o_data3 =     i_ctrl0 &     i_ctrl1 & inv_i_ctrl2 & i_data3;
assign o_data4 = inv_i_ctrl0 & inv_i_ctrl1 &     i_ctrl2 & i_data4;
assign o_data = o_data0 | o_data1 | o_data2 | o_data3 | o_data4;
endmodule
`timescale 1ns / 1ps
module bit4_mux(
i_ctrl,
i_data0,
i_data1,
i_data2,
i_data3,
i_data4,
o_data,
);
parameter WIDTH = 4;
input [WIDTH-2:0] i_ctrl;
input [WIDTH-1:0] i_data0, i_data1, i_data2, i_data3, i_data4;
output [WIDTH-1:0] o_data; 
bit1_mux mx0(
.i_data0(i_data0[0]),
.i_data1(i_data1[0]),
.i_data2(i_data2[0]),
.i_data3(i_data3[0]),
.i_data4(i_data4[0]),
.i_ctrl(i_ctrl),
.o_data(o_data[0])
);
bit1_mux mx1(
.i_data0(i_data0[1]),
.i_data1(i_data1[1]),
.i_data2(i_data2[1]),
.i_data3(i_data3[1]),
.i_data4(i_data4[1]),
.i_ctrl(i_ctrl),
.o_data(o_data[1])
);
bit1_mux mx2(
.i_data0(i_data0[2]),
.i_data1(i_data1[2]),
.i_data2(i_data2[2]),
.i_data3(i_data3[2]),
.i_data4(i_data4[2]),
.i_ctrl(i_ctrl),
.o_data(o_data[2])
);
bit1_mux mx3(
.i_data0(i_data0[3]),
.i_data1(i_data1[3]),
.i_data2(i_data2[3]),
.i_data3(i_data3[3]),
.i_data4(i_data4[3]),
.i_ctrl(i_ctrl),
.o_data(o_data[3])
);
endmodule
`timescale 1ns / 1ps
module bit1_nand(
i_a,
i_b,
o_data
);
input i_a, i_b;
output o_data;
nand (o_data, i_a, i_b);
endmodule
`timescale 1ns / 1ps
module bit4_nand(
i_a,
i_b,
i_a_g,
i_b_g,
o_data,
o_data_g
);
parameter WIDTH = 4;
input [WIDTH-1:0] i_a, i_b, i_a_g, i_b_g;
output [WIDTH-1:0] o_data, o_data_g;
bit1_nand bn0(
.i_a(i_a[0]),
.i_b(i_b[0]),
.o_data(o_data[0])
);
bit1_nand bn1(
.i_a(i_a[1]),
.i_b(i_b[1]),
.o_data(o_data[1])
);
bit1_nand bn2(
.i_a(i_a[2]),
.i_b(i_b[2]),
.o_data(o_data[2])
);
bit1_nand bn3(
.i_a(i_a[3]),
.i_b(i_b[3]),
.o_data(o_data[3])
);
assign o_data_g = ~(i_a_g & i_b_g);
endmodule
==> flow/run.sh <==
#!/bin/bash
# OpenROAD 26Q1-2900-gdf79404cd8, Yosys 0.63+post, stock flow scripts
make -C /OpenROAD-flow-scripts/flow DESIGN_CONFIG=/design/flow/config.mk WORK_HOME=/design/flow/orfs finish
==> flow/config.mk <==
export PLATFORM = sky130hd
export DESIGN_NAME = ALU
export DESIGN_NICKNAME = ALU
export VERILOG_FILES = /design/flow/design.v
export SDC_FILE = /design/flow/constraint.sdc
export NUM_CORES = 4
export LEC_CHECK = 1
export CORE_AREA = 10 10 80 80
export DIE_AREA = 0 0 90 90
==> flow/constraint.sdc <==
current_design ALU

set clk_period 5.5
set clk_io_pct 0.2

create_clock -name clk0 -period $clk_period

set non_clock_inputs [all_inputs -no_clocks]
set_input_delay [expr $clk_period * $clk_io_pct] -clock clk0 $non_clock_inputs
set_output_delay [expr $clk_period * $clk_io_pct] -clock clk0 [all_outputs]
==> impl.org <==
* Flow results

** Placed design
- Half-perimeter wire length of the detailed placement result :: 1640 µm
- Count of input and output buffers :: 19
- Logged for this run, the post-placement worst setup slack is -1.04 ns.
- Per the detailed placement report, the placed cell area equals 0.00112 mm².
- After its last routability iteration, the placer logged a weighted congestion of 0.794.

** Layout
- After filler insertion, the fill cell instance count of the layout stands at 513.
- Area added between synthesis and finish :: 44.5%
- Post-route design area :: 0.00114 mm²
- The final layout report lists a clock buffer count of 0.
- There are 0 flip-flops and latches.
- Final cell utilization of the core :: 24.2%
- Share of post-route cells with drive strength above 1 :: 37.6%
- Reg area :: 0 µm²

** STA
- At the pin with the least slew margin, the transition time is 0.368 ns.
- Summed over all failing endpoints, the final setup total negative slack is -0.140 ns.
- PnR worst setup slack :: -0.140 ns
- Final period demand of the worst path :: 5.64 ns
- In the final report, the number of pins over their slew limit comes to 0.
- Tcrit/Tclk final :: 103%
- Max Fclk :: 177 MHz
- Headroom to the max-slew limit came out at 75.4%.
- Per the final timing report, the hold violations number 0.
- Per the finish-stage timing summary, setup violations number 1.
- RSZ-0062 raised after global routing :: true

** Drt
- Antenna cells :: 0
- The detail route stage leaves a number of antenna-violating nets equal to 0.
- Average wire per standard cell :: 9.61 µm
- The script logs the ratio of routed vias to standard cells as 3.32.
- For this run, the detailed router's first-pass iteration total came to 4.
- WL final :: 1770 µm
- Vias :: 611
- Post-detailed-route DRC marker count :: 0
- 1st-iter DRT viols :: 13

** Critical path
- Critical path's slowest cell :: sky130_fd_sc_hd__fa_1
- The largest single stage delay on the critical path is 0.55 ns.
- Category of the critical setup timing path :: input pin to output port
- Type of element capturing the critical path :: output port
- The worst setup path is launched from an input pin.
- Kind of cell adding the most delay to the critical path :: adder cells
- Data arrival time of the critical path :: 4.54 ns
- Top fanout value on the critical path :: 2
- The most numerous cell type found on the critical path is sky130_fd_sc_hd__fa_2.
- Cells traversed along the worst timing path :: clkdlybuf4s50_1, nand2_1, fa_1, inv_2, fa_2, fa_2, fa_2, fa_2, fa_2, and2_4, buf_6
- Data required time of the critical path :: 4.40 ns
- Along the critical path, the tally of buffer and inverter instances is 3.

** Synthesis
- Ranked by instance count, the synthesized netlist is headed by sky130_fd_sc_hd__inv_1, sky130_fd_sc_hd__ha_1, sky130_fd_sc_hd__nor2_1.
- Yosys reports a chip area of 790 µm².
- Cell types occupying the most area after synthesis :: sky130_fd_sc_hd__fa_1, sky130_fd_sc_hd__ha_1, sky130_fd_sc_hd__buf_4, sky130_fd_sc_hd__inv_1, sky130_fd_sc_hd__nor2_1
- Among all cell types in the netlist, the one instantiated most often is sky130_fd_sc_hd__inv_1.
- Library cells used by synthesis :: 23
- The average instance in the mapped netlist occupies 8.58 µm².
- Seq/Total Area, Yosys :: 0%
- Yosys stat cell total :: 92
- Synth Cell Area :: 790 µm²
- sky130_fd_sc_hd__fa_1 takes more of the synthesized area than any other cell.
- Area share, top type :: 30.4%
- Yosys printed 0 warnings.
- After technology mapping, the gate count stands at 92.

** Hold path
- The tightest min-delay check is of the input pin to output port type.

** Die
- 19 I/O pins were placed.
- The floorplan has 25 rows.
- Width of the chip :: 90 µm
- CORE AREA :: 0.00472 mm²
- For this configuration, the core starts out at a cell density of 16.7%.
- Total die size :: 0.00810 mm²
- According to the floorplan report, the die height is 90 µm.

** Power and ir drop
- Power density relative to cell area :: 73.7 mW/mm²
- The completed layout was analyzed and its total power is 84.1 µW.
- Static leakage :: 0.000529 µW
- VDD sags by at most 0.0155 mV.

** Global routing
- Maximum number of pins on one net before global-route repair :: 13
- Combined global-route utilization of all metal layers :: 4.66%
- The number of antenna violations at the first check in global routing is 0.
- The number of global-route vias before repair was 713.
- Summed over all layers, the global routing overflow is 0.
- Global-route wire length before repair :: 3190 µm

** Flow run
- Maxcap violations :: 0
- Log Warnings :: 41

** Outcome
- Violations in the final reports :: setup timing
- The flow ran to the end, but the final reports show violations.

** Clock network
- Buffers inserted to repair hold after CTS numbered 0.
cell type report:
| class | instances | area [µm²] | share of cell area, % |
|---|---|---|---|
| Inverter | 15 | 60.1 | 5.26 |
| Multi-Input combinational cell | 67 | 693 | 60.7 |
| Tap cell | 67 | 83.8 | 7.35 |
| Timing Repair Buffer | 35 | 304 | 26.6 |
timing repair:
item | CTS | global route
gates resized | 38 | 9
setup endpoints to repair | 4 | 4
endpoints found under the hold margin | 0 | 0
setup buffers | 1 | 0
pin swaps | 12 | 11
power by group:
group	internal (µW)	switching, µW	total [µW]
clock network	0	0	0
logic	47.5	36.6	84.1
registers	0	0	0
per-stage QoR:
stage | std cells | hold WS [ns]
after floorplan | 92 | 2.44
after global placement | 183 | 3.43
after detailed placement | 183 | 3.44
after CTS | 184 | 3.18
after global routing | 184 | 3.22
final | 184 | 3.13
kinds of logic after synthesis:
group	share of synthesized area (%)
buffers and inverters	16.3
muxes	3.96
xor gates and xnor gates	3.33
AOI/OAI and AO/OA	7.45
adders and majority gates	51.0
and+or+nand+nor	17.9
worst paths after layout:
| kind | from | endpoint | depth (start not counted) | slack (ns) |
|---|---|---|---|---|
| worst max-delay path | i_a[3] | o_data[6] | 11 | -0.14 |
| worst min-delay path | i_a[2] | o_data[5] | 7 | 3.13 |
tightest hold or removal path: cells and delay by family:
family                     cells  cell delay (ns)
and+or+nand+nor                2             0.26
buffers and inverters          4             0.45
adders and majority gates      1             0.21
layout by cell type (no fill, tap or decap), drive strengths merged:
master / Yosys / final
buf: 10 / 22
inv: 15 / 14
ha: 13 / 13
nor2: 13 / 13
fa: 12 / 12
clkdlybuf4s50: 0 / 11
and2: 5 / 5
nand2: 4 / 4
o221ai: 3 / 3
nand2b: 2 / 2
a22oi: 2 / 2
mux2i: 2 / 2
xnor2: 2 / 2
o21ai: 2 / 2
clkinvlp: 0 / 1
nand3b: 1 / 1
nor2b: 1 / 1
and2b: 1 / 1
o211ai: 1 / 1
xor2: 1 / 1
nand3: 1 / 1
mux2: 1 / 1
clkbuf: 0 / 1
clkdlybuf4s15: 0 / 1
per-layer routing:
| metal | global-route usage, % | up-vias | part of all wire [%] |
|---|---|---|---|
| li1 | - | 329 | - |
| met1 | 6.50 | 272 | 51 |
| met2 | 8.05 | 10 | 46 |
| met3 | 0.503 | 0 | 3.3 |
| met4 | 0 | 0 | 0 |
| met5 | 0 | - | 0 |
Power is estimated from default activity; no workload was simulated.
