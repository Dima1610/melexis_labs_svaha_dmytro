==> /design/flow/design.v <==
`timescale 1ns / 1ps
module add_sub(
i_a, 
i_b,
i_a_g,
i_b_g,
o_res,
o_res_g,
o_c
);
parameter WIDTH = 4;
input [WIDTH-1:0] i_a, i_b;
input  [WIDTH-1:0] i_a_g;
input  [WIDTH-1:0] i_b_g;
output [WIDTH:0] o_res_g;
output [WIDTH-1:0] o_res;
output o_c;
wire [WIDTH-1:0] i_b_in;
wire carry_i, carry_wire;
	assign i_b_in = ~i_b;
	assign carry_i = 1'b1;
	assign o_res_g = i_a_g - i_b_g;
				param_adder pa(
					.i_a(i_a),
					.i_b(i_b_in),
					.i_c(carry_i),
					.o_si(o_res),
					.o_pi(carry_wire)	
						);
	assign o_c = ~carry_wire;
endmodule
`timescale 1ns / 1ps
module param_adder(
i_a, 
i_b, 
i_c, 
o_si, 
o_pi
);
parameter WIDTH = 4;
input [WIDTH-1:0] i_a, i_b;
input i_c;
output [WIDTH-1:0] o_si;
output o_pi;
wire [WIDTH-1:0] carry; 
genvar i;
generate
for (i = 0; i < WIDTH; i = i + 1) begin: ADD
	if (i == 0) begin
		full_adder fa(
			.i_a(i_a[i]),
			.i_b(i_b[i]),
			.i_c(i_c),
			.o_si(o_si[i]),
			.o_pi(carry[i])
			);
	end else if (i == (WIDTH-1)) begin 
		full_adder fa(
			.i_a(i_a[i]),
			.i_b(i_b[i]),
			.i_c(carry[i-1]),
			.o_si(o_si[i]),
			.o_pi(o_pi)
			);
	end else begin 
		full_adder fa(
			.i_a(i_a[i]),
			.i_b(i_b[i]),
			.i_c(carry[i-1]),
			.o_si(o_si[i]),
			.o_pi(carry[i])
			);
		end
	end
endgenerate 
endmodule
`timescale 1ns / 1ps
module full_adder(
i_a,
i_b,
i_c,
o_si,
o_pi
);
input i_a, i_b, i_c;
output o_si, o_pi;
wire ha1_sum;
wire ha2_sum;
wire ha1_carry;
wire ha2_carry;
half_adder ha1(
.i_a(i_a),
.i_b(i_b),
.o_si(ha1_sum),
.o_pi(ha1_carry)
);
half_adder ha2(
.i_a(ha1_sum),
.i_b(i_c),
.o_si(ha2_sum),
.o_pi(ha2_carry)
);
assign o_si = ha2_sum;
assign o_pi = ha1_carry | ha2_carry;
endmodule
`timescale 1ns / 1ps
module half_adder(
i_a, 
i_b, 
o_si, 
o_pi
);
input i_a, i_b;
output o_si, o_pi;
assign o_si = i_a ^ i_b;
assign o_pi = i_a & i_b;
endmodule
==> /design/flow/run.sh <==
#!/bin/bash
# OpenROAD 26Q1-2900-gdf79404cd8, Yosys 0.63+post, stock flow scripts
make -C /OpenROAD-flow-scripts/flow DESIGN_CONFIG=/design/flow/config.mk WORK_HOME=/design/flow/orfs finish
==> /design/flow/config.mk <==
export PLATFORM = sky130hd
export DESIGN_NAME = add_sub
export DESIGN_NICKNAME = add_sub
export VERILOG_FILES = /design/flow/design.v
export SDC_FILE = /design/flow/constraint.sdc
export NUM_CORES = 4
export LEC_CHECK = 1
export CORE_AREA = 10 10 70 70
export DIE_AREA = 0 0 80 80
==> /design/flow/constraint.sdc <==
current_design add_sub

set clk_period 4.1
set clk_io_pct 0.2

create_clock -name clk0 -period $clk_period

set non_clock_inputs [all_inputs -no_clocks]
set_input_delay [expr $clk_period * $clk_io_pct] -clock clk0 $non_clock_inputs
set_output_delay [expr $clk_period * $clk_io_pct] -clock clk0 [all_outputs]
==> notes.md <==
Latest figures from synthesis and place and route.

The routability-driven placement congestion ratio is 0.730. The report lists the number of standard-cell rows as 21. The via count of the first global-routing pass came to 308.

Per the detail_route report, DRC violations left total 0. Per the final timing report, the hold violations number 0. For this run, the script counts the antenna cells in the layout as 0. The post-synth area from yosys stat is 270 sq um. Per the finish-stage timing summary, setup violations number 0. The number of port buffers is 26. Setup repair after global routing left no endpoint under its margin. The minimum clock period is 3.97 ns. The number of cells reported by Yosys stat comes to 33.

The worst endpoint data arrival time is 3.15 ns. The final wirelength is 793 um. Per the slew report, the remaining headroom to the max-slew limit stands at 0.884. The cell total after placement is 101. The top logic cell by instance count in the layout is sky130_fd_sc_hd__clkdlybuf4s50_1.

The chip area is 6400 sq um. The chip width is 80 um. In the final routed layout, each cell accounts on average for 7.85 um. The portion of the post-synthesis area used by sequential elements is 0.

The worst-margin pin slew is 0.173 ns. The first-pass iteration count of the detailed router is 1. The run finished with clean final reports.

Per the final layout report, the fraction of cells sized above drive strength 1 comes to 0.0545. The post-synthesis average cell area is 8.19 sq um. For this run the detailed placement stage logged an HPWL of 729 um. The kind of end point of the critical path is an output port. The top achievable clock speed is 252 MHz. The worst IR drop on VDD is 33.7 uV. In the floorplan report the effective utilization is 0.0791. The type of the tightest min-delay check is input port to output port. In the post-synthesis netlist, the biggest area contributors are sky130_fd_sc_hd__fa_1 30%, sky130_fd_sc_hd__ha_1 23%, sky130_fd_sc_hd__inv_1 19%.

Along the worst hold path, the cell count comes to 4. The synthesized netlist handed to floorplanning was reported with a cell count of 33. OpenROAD emitted warnings numbering 35. The layout report lists the combined flip-flop and latch area as 0 sq um.

The final max-slew violation count recorded for this run is 0. The synthesized netlist occupies a cell area of 270 sq um. In this run the remaining antenna-violating nets after routing total 0. The share of the clock period used by the worst path is 0.969. Dividing total power by cell area gives a power density of 120 nW/um^2. The layout has 0 clock buffers. Summed over all layers, the global routing overflow is 0. The layout-stage area growth over the synthesis result is 108%. The required time at the endpoint of the critical path is 3.28 ns. The start point of the worst min-delay path is i_b[0]. From bottom edge to top edge, the die measures 80 um. The path with the worst hold slack has its endpoint at o_res[0]. The initial antenna violation count was 0. The finished layout holds 101 standard cells, fillers aside.

The kind of launch point of the worst setup path is an input port. The average via count per standard cell is 2.61. The total I/O pin count is 26.

The number of hold-repair buffers added at the cts stage is 0. The worst hold slack is 2.64 ns. The wire length of the first global-routing pass is 1350 um. The floorplan core area is 3420 sq um. The cell taking the most area after synthesis is sky130_fd_sc_hd__fa_1.

Summing over every cut layer, the via total after detailed routing is 264. The count of flip-flops and latches is 0. The global-route usage over all layers is 0.0243. The worst setup path category is input port to output port. The maximum number of pins on one net before global-route repair is 5. In the layout the commonest cells are 26 x sky130_fd_sc_hd__clkdlybuf4s50_1, 14 x sky130_fd_sc_hd__inv_1, 5 x sky130_fd_sc_hd__ha_1, 2 x sky130_fd_sc_hd__fa_1, 2 x sky130_fd_sc_hd__fa_2. The tool flagged a number of max-cap violations equal to 0. After synthesis, the netlist uses 10 different library cells. The fill cell total of the finished layout is 385. Detailed-route iteration 0 reported a violation count of 0.

The final setup TNS is 0 ns. The leakage dissipation is 0.264 nW. The top cell type's share of synthesized area is 0.296.

For this run, the number of Yosys warnings is 0. The biggest fanout along the worst timing path is 1.
cell usage after synthesis:
cell type                 number
sky130_fd_sc_hd__ha_1          5
sky130_fd_sc_hd__a21o_2        1
sky130_fd_sc_hd__a21oi_1       1
sky130_fd_sc_hd__a21o_1        1
sky130_fd_sc_hd__xnor2_1       1
sky130_fd_sc_hd__inv_1        14
sky130_fd_sc_hd__fa_1          4
sky130_fd_sc_hd__a31oi_1       1
sky130_fd_sc_hd__buf_4         4
sky130_fd_sc_hd__xor2_1        1
power breakdown:
part / internal (W) / total, W / switching (W)
sequential: 0 / 0 / 0
combinational: 0.0000489 / 0.0000673 / 0.0000184
clock: 0 / 0 / 0
total: 0.0000489 / 0.0000673 / 0.0000184
critical path, cell delays in order:
cell	delay (ns)
sky130_fd_sc_hd__clkdlybuf4s50_1	0.45
sky130_fd_sc_hd__inv_1	0.04
sky130_fd_sc_hd__ha_1	0.20
sky130_fd_sc_hd__fa_2	0.34
sky130_fd_sc_hd__fa_2	0.34
sky130_fd_sc_hd__fa_1	0.43
sky130_fd_sc_hd__inv_1	0.06
sky130_fd_sc_hd__clkdlybuf4s50_1	0.47
worst max path at each step:
stage / from / depth (start not counted) / end / slack, ns
CTS: i_a[0] / 8 / o_res[3] / 0.02
global route: i_a[0] / 8 / o_res[3] / 0.007
finish: i_a[0] / 8 / o_res[3] / 0.13
repair_timing:
action                     CTS  global route
buffers inserted             0             0
gates resized                0             2
setup endpoints to repair    0             1
stage by stage:
step | worst slack (ns) | power (W) | util | area, sq um
6_report | 0.128 | 0.0000673 | 0.165 | 563
5_1_grt | 0.00706 | 0.0000785 | 0.165 | 563
4_1_cts | 0.0187 | 0.0000690 | 0.163 | 558
3_5_place_dp | 0.0270 | 0.0000681 | 0.163 | 558
3_3_place_gp | 0.0377 | 0.0000679 | 0.163 | 558
2_1_floorplan | 0.881 | 0.0000261 | - | 270
metal layers:
| layer | vias to the layer above | track usage | routed length, um |
|---|---|---|---|
| li1 | 137 | - | - |
| met1 | 102 | 0.0266 | 346 |
| met2 | 25 | 0.0377 | 240 |
| met3 | 0 | 0.0205 | 206 |
| met4 | 0 | 0 | 0 |
| met5 | - | 0 | 0 |
cell families after synthesis:
group	synth area share
buffers and inverters	0.306
adders and majority gates	0.528
AOI/OAI and AO/OA	0.102
xor gates and xnor gates	0.0648
cell type report:
cell class         count  area (sq um)  area share
inverters             14          52.6      0.0933
multi-input cells     15           193       0.342
well taps             46          57.6       0.102
repair buffers        26           260       0.462
Power is estimated from default activity; no workload was simulated.
