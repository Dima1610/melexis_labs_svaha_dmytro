File: ./config.mk
export PLATFORM = sky130hd
export DESIGN_NAME = gen_add_sub
export DESIGN_NICKNAME = gen_add_sub
export VERILOG_FILES = /design/flow/design.v
export SDC_FILE = /design/flow/constraint.sdc
export NUM_CORES = 4
export LEC_CHECK = 1
export CORE_AREA = 10 10 70 70
export DIE_AREA = 0 0 80 80
File: ./design.v
`timescale 1ns / 1ps
module param_adder(
i_a, 
i_b, 
i_c, 
o_si, 
o_pi
);
parameter WIDTH = 4;
input [WIDTH-1:0] i_a, i_b;
input i_c;
output [WIDTH-1:0] o_si;
output o_pi;
wire [WIDTH-1:0] carry; 
genvar i;
generate
for (i = 0; i < WIDTH; i = i + 1) begin: ADD
	if (i == 0) begin
		full_adder fa(
			.i_a(i_a[i]),
			.i_b(i_b[i]),
			.i_c(i_c),
			.o_si(o_si[i]),
			.o_pi(carry[i])
			);
	end else if (i == (WIDTH-1)) begin 
		full_adder fa(
			.i_a(i_a[i]),
			.i_b(i_b[i]),
			.i_c(carry[i-1]),
			.o_si(o_si[i]),
			.o_pi(o_pi)
			);
	end else begin 
		full_adder fa(
			.i_a(i_a[i]),
			.i_b(i_b[i]),
			.i_c(carry[i-1]),
			.o_si(o_si[i]),
			.o_pi(carry[i])
			);
		end
	end
endgenerate 
endmodule
`timescale 1ns / 1ps
module gen_add_sub(
i_a,
i_b,
i_a_g,
i_b_g,
o_res,
o_c,
o_res_g
);
parameter ADDSUB = 1'b1;
parameter WIDTH = 4;
input [WIDTH-1:0] i_a, i_b, i_a_g, i_b_g;
output [WIDTH-1:0] o_res;
output [WIDTH:0] o_res_g;
output o_c;
wire o_carry;
generate 
	begin
		if (ADDSUB == 1'b1) begin
			assign	o_res_g = i_a_g + i_b_g;
				param_adder paa(
						.i_a(i_a),
						.i_b(i_b),
						.i_c(1'b0),
						.o_si(o_res),
						.o_pi(o_c)
							);
		end else if (ADDSUB == 1'b0) begin
			assign	o_res_g = i_a_g - i_b_g;
				param_adder pas(
						.i_a(i_a),
						.i_b(~i_b),
						.i_c(1'b1),
						.o_si(o_res),
						.o_pi(o_carry)
							);
			assign o_c = ~o_carry;
		end 
	end
endgenerate
endmodule
`timescale 1ns / 1ps
module full_adder(
i_a,
i_b,
i_c,
o_si,
o_pi
);
input i_a, i_b, i_c;
output o_si, o_pi;
wire ha1_sum;
wire ha2_sum;
wire ha1_carry;
wire ha2_carry;
half_adder ha1(
.i_a(i_a),
.i_b(i_b),
.o_si(ha1_sum),
.o_pi(ha1_carry)
);
half_adder ha2(
.i_a(ha1_sum),
.i_b(i_c),
.o_si(ha2_sum),
.o_pi(ha2_carry)
);
assign o_si = ha2_sum;
assign o_pi = ha1_carry | ha2_carry;
endmodule
`timescale 1ns / 1ps
module half_adder(
i_a, 
i_b, 
o_si, 
o_pi
);
input i_a, i_b;
output o_si, o_pi;
assign o_si = i_a ^ i_b;
assign o_pi = i_a & i_b;
endmodule
File: ./run.sh
#!/bin/bash
# OpenROAD 26Q1-2900-gdf79404cd8, Yosys 0.63+post, stock flow scripts
make -C /OpenROAD-flow-scripts/flow DESIGN_CONFIG=/design/flow/config.mk WORK_HOME=/design/flow/orfs finish
File: ./constraint.sdc
current_design gen_add_sub

set clk_period 3.2
set clk_io_pct 0.2

create_clock -name clk0 -period $clk_period

set non_clock_inputs [all_inputs -no_clocks]
set_input_delay [expr $clk_period * $clk_io_pct] -clock clk0 $non_clock_inputs
set_output_delay [expr $clk_period * $clk_io_pct] -clock clk0 [all_outputs]
==> results.sh <==
# yosys + openroad results
export IMPL_finalSetupViolCount=0
export IMPL_tool_warnings=32
export IMPL_utilization_pct=16.2
export IMPL_period_used_pct=96.6
export IMPL_tightest_slew_ps=129
export IMPL_synth_top_area_share_pct=31.1
export IMPL_antenna_found_initial=0
export IMPL_worstPathArrival_ps=2450
export IMPL_slew_violations=0
export IMPL_critPathKind="in -> out"
export IMPL_final_common_cell="clkdlybuf4s50_1"
export IMPL_syn2layout_area_growth_pct=115
export IMPL_nClkBuffers=0
export IMPL_cp_required_ps=2560
export IMPL_fin_ws_ps=109
export IMPL_met1_length_um=332
export IMPL_drive_gt1_share_pct=11.8
export IMPL_hold_path_class="in -> out"
export IMPL_power_density_nw_per_um2=146
export IMPL_fmax_mhz=324
export IMPL_gp_congestion=0.778
export IMPL_post_drt_wl_per_cell_um=7.76
export IMPL_dpl_worst_slack_ps=-432
export IMPL_pwr_share_clk_pct=0
export IMPL_drc_errors=0
export IMPL_grt_max_degree=4
export IMPL_cts_hold_buf=0
export IMPL_start_kind="primary input"
export IMPL_syn_avg_cell_area_um2=8.89
export IMPL_drtPass1Iterations=2
export IMPL_critPathBufInv=4
export IMPL_syn_area_um2=258
export IMPL_die_x_um=80
export IMPL_switching_share_pct=27.4
export IMPL_die_h_um=80
export IMPL_relSlewSlack_pct=91.3
export IMPL_hold_viol=0
export IMPL_drt_iter0_drc=2
export IMPL_post_route_min_period_ps=3090
export IMPL_top_layer="met3"
export IMPL_grt_use_total_pct=2.04
export IMPL_crit_cells=8
export IMPL_cp_end_kind="primary output"
export IMPL_rows=21
export IMPL_avgViaCountPerCell=2.63
export IMPL_dieArea_um2=6400
export IMPL_leakage_nw=0.246
export IMPL_wl_met3_um=195
export IMPL_cp_slowest_cell="fa_1"
export IMPL_seq_area_um2=0
export IMPL_syn_inst=29
export IMPL_grt_pass1_wl_mm=1.09
export IMPL_critPathTopFamily="adder cells"
export IMPL_area_leaders="fa_1 31%, ha_1 24%, inv_1 13%"
export IMPL_synth_distinct_cells=10
export IMPL_ys_warn_count=0
export IMPL_cap_viol_max_count=0
export IMPL_met2_wirelength_um=225
export IMPL_seq_power_share_pct=0
export IMPL_cpPeakStageDelay_ps=390
export IMPL_crit_chain="dlygate4sd2_1, ha_2, fa_2, fa_2, inv_2, fa_1, inv_1, dlygate4sd2_1"
export IMPL_comb_power_share_pct=100.0
export IMPL_dp_hpwl_um=738
export IMPL_antenna_left=0
export IMPL_p_int_mw=0.0587
export IMPL_hold_path_depth=3
export IMPL_n_antenna_cell=0
export IMPL_status="finished, final reports clean"
export IMPL_seq_cells=0
export IMPL_most_common_layout_cells="21 x clkdlybuf4s50_1, 8 x inv_1, 4 x ha_1, 4 x dlygate4sd2_1, 3 x fa_2"
export IMPL_peakVddDrop_mv=0.0557
export IMPL_yosys_cells=29
export IMPL_core_area_um2=3420
export IMPL_port_buffers=26
export IMPL_fp_util_pct=7.55
export IMPL_yosys_stat_area_um2=258
export IMPL_vias=255
export IMPL_cp_max_fo=1
export IMPL_grt_overflow=0
export IMPL_yosysSeqAreaShare_pct=0
export IMPL_grt_pass1_vias=283
export IMPL_p_switching_mw=0.0222
export IMPL_io_pins=26
export IMPL_synth_area_leader_cell="fa_1"
export IMPL_wirelength_um=753
## metrics by stage
stage | setup TNS [ps] | instances | instance area (um2) | total power [mW] | hold slack (ps)
5_1_grt | -5.35 | 97 | 553 | 0.0923 | 2090
6_report | 0 | 97 | 553 | 0.0809 | 2060
2_1_floorplan | 0 | 29 | 258 | 0.0320 | 1350
4_1_cts | 0 | 97 | 548 | 0.0829 | 2080
3_5_place_dp | -591 | 97 | 546 | 0.0836 | 2310
3_3_place_gp | -540 | 97 | 546 | 0.0836 | 2320
## final timing paths
check  startpoint       end
max        i_b[0]  o_res[3]
min        i_b[1]  o_res[1]
## per-layer routing
metal / vias up / GRT usage (%)
li1: 127 / -
met1: 102 / 2.20
met2: 26 / 3.05
met3: 0 / 1.93
met4: 0 / 0
met5: - / 0
## cell usage after synthesis
cell type,number
nor2b_1,1
o21ai_0,1
a21o_1,1
xnor2_1,2
nand2b_1,1
a21oi_2,1
fa_1,4
buf_4,4
ha_1,5
inv_1,9
## cell families after synthesis
logic type | share of synthesized area, %
and+or+nand+nor | 4.86
adders and majority gates | 55.3
xor gates and xnor gates | 6.80
buffers and inverters | 24.8
AOI/OAI and AO/OA | 8.25
## what timing repair did
item                                    CTS  global route
resized                                   8             2
endpoints found under the setup margin    3             2
setup buffers                             0             0
pin swaps                                 4             2
## layout make-up
class | instances | area [um2]
fillers | 394 | 2860
repair buffers | 26 | 258
multi-input cells | 16 | 204
well taps | 46 | 57.6
inverters | 9 | 33.8
## power by group through the flow
| stage | clock network, mW | registers (mW) | logic (mW) |
|---|---|---|---|
| after global routing | 0 | 0 | 0.0923 |
| after CTS | 0 | 0 | 0.0829 |
| final | 0 | 0 | 0.0809 |
Power and IR drop assume default switching activity.
